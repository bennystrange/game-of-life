==> flow/design.v <==
module DATAPATH_SEVEN (clka, clkb, state, btn0, btn1, stop, grid);
    input wire clka, clkb, btn0, btn1, stop;
    input wire [1:0] state;
    output reg [48:0] grid;
    reg [3:0] num_neighbors;  
    reg [5:0] cell_idx;       
    reg [48:0] new_grid;       
    reg [6:0] i;             
    reg [2:0] debug;
    reg debug1;
    function cell_state;
        input [3:0] num_live_neighbors; 
        input current_state;
        if (current_state) begin
            if (num_live_neighbors < 2 || num_live_neighbors > 3)
                cell_state = 0;
            else
                cell_state = 1;
        end else begin
            if (num_live_neighbors == 3)
                cell_state = 1;
            else
                cell_state = 0;
        end
    endfunction
    initial begin
        i = 7'b0;
        num_neighbors = 4'b0;
        cell_idx = 6'b0;
        debug = 3'b0;
        debug1 = 0;
    end
    always @ (negedge clka) begin
        case(state)
            2'b00: begin
                new_grid = 49'b0;
                cell_idx = 6'b0;
            end
            2'b01: begin
                if ((btn0 == 1) && (btn1 == 0)) begin
                    new_grid[cell_idx] = 1'b0;
                    cell_idx = cell_idx + 1;
                end
                else if ((btn1 == 1) && (btn0 == 0)) begin
                    new_grid[cell_idx] = 1'b1;
                    cell_idx = cell_idx + 1;
                end
            end
            2'b10: begin  
                debug = debug + 1;
                for(i = 0; i < 49; i = i + 1) begin
                    if (i == 0) begin
                        if (grid[1] == 1) num_neighbors = num_neighbors + 1;
                        if (grid[7] == 1) num_neighbors = num_neighbors + 1;
                        if (grid[8] == 1) num_neighbors = num_neighbors + 1;
                    end
                    else if (i == 6) begin
                        if (grid[5] == 1) num_neighbors = num_neighbors + 1;
                        if (grid[12] == 1) num_neighbors = num_neighbors + 1;
                        if (grid[13] == 1) num_neighbors = num_neighbors + 1;
                    end
                    else if (i == 42) begin
                        if (grid[35] == 1) num_neighbors = num_neighbors + 1;
                        if (grid[36] == 1) num_neighbors = num_neighbors + 1;
                        if (grid[43] == 1) num_neighbors = num_neighbors + 1;
                    end
                    else if (i == 48) begin
                        if (grid[40] == 1) num_neighbors = num_neighbors + 1;
                        if (grid[41] == 1) num_neighbors = num_neighbors + 1;
                        if (grid[47] == 1) num_neighbors = num_neighbors + 1;
                    end
                    else if((i >= 1) && (i <= 5)) begin
                        if (grid[i-1] == 1) num_neighbors = num_neighbors + 1;
                        if (grid[i+1] == 1) num_neighbors = num_neighbors + 1;
                        if (grid[i+6] == 1) num_neighbors = num_neighbors + 1;
                        if (grid[i+7] == 1) num_neighbors = num_neighbors + 1;
                        if (grid[i+8] == 1) num_neighbors = num_neighbors + 1;
                    end
                    else if((i % 7 == 0) && (i != 0) && (i != 42)) begin
                        if (grid[i-7] == 1) num_neighbors = num_neighbors + 1;
                        if (grid[i-6] == 1) num_neighbors = num_neighbors + 1;
                        if (grid[i+1] == 1) num_neighbors = num_neighbors + 1;
                        if (grid[i+7] == 1) num_neighbors = num_neighbors + 1;
                        if (grid[i+8] == 1) num_neighbors = num_neighbors + 1;
                    end
                    else if((i % 7 == 6) && (i != 6) && (i != 48)) begin
                        if (grid[i-8] == 1) num_neighbors = num_neighbors + 1;
                        if (grid[i-7] == 1) num_neighbors = num_neighbors + 1;
                        if (grid[i-1] == 1) num_neighbors = num_neighbors + 1;
                        if (grid[i+6] == 1) num_neighbors = num_neighbors + 1;
                        if (grid[i+7] == 1) num_neighbors = num_neighbors + 1;
                    end
                    else if((i >= 43) && (i <= 47)) begin
                        if (grid[i-8] == 1) num_neighbors = num_neighbors + 1;
                        if (grid[i-7] == 1) num_neighbors = num_neighbors + 1;
                        if (grid[i-6] == 1) num_neighbors = num_neighbors + 1;
                        if (grid[i-1] == 1) num_neighbors = num_neighbors + 1;
                        if (grid[i+1] == 1) num_neighbors = num_neighbors + 1;
                    end
                    else begin
                        if (grid[i-8] == 1) num_neighbors = num_neighbors + 1;
                        if (grid[i-7] == 1) num_neighbors = num_neighbors + 1;
                        if (grid[i-6] == 1) num_neighbors = num_neighbors + 1;
                        if (grid[i-1] == 1) num_neighbors = num_neighbors + 1;
                        if (grid[i+1] == 1) num_neighbors = num_neighbors + 1;
                        if (grid[i+6] == 1) num_neighbors = num_neighbors + 1;
                        if (grid[i+7] == 1) num_neighbors = num_neighbors + 1;
                        if (grid[i+8] == 1) num_neighbors = num_neighbors + 1;
                    end
                    new_grid[i] = cell_state(num_neighbors, grid[i]);
                    num_neighbors = 4'b0;
                end
                i = 7'b0;  
            end
            default: begin
            end
        endcase
    end
    always @ (negedge clkb) begin
        if(stop == 1) begin
            grid = 49'b0;    
        end else if (state == 2'b01) begin
            grid = new_grid;
        end else begin
            grid = new_grid;
        end
    end
endmodule
==> flow/run.sh <==
#!/bin/bash
# OpenROAD 26Q1-2900-gdf79404cd8, Yosys 0.63+post, stock flow scripts
make -C /OpenROAD-flow-scripts/flow DESIGN_CONFIG=/design/flow/config.mk WORK_HOME=/design/flow/orfs finish
==> flow/config.mk <==
export PLATFORM = sky130hd
export DESIGN_NAME = DATAPATH_SEVEN
export DESIGN_NICKNAME = DATAPATH_SEVEN
export VERILOG_FILES = /design/flow/design.v
export SDC_FILE = /design/flow/constraint.sdc
export NUM_CORES = 4
export LEC_CHECK = 1
export CORE_UTILIZATION = 50
==> flow/constraint.sdc <==
current_design DATAPATH_SEVEN

set clk_period 7.5
set clk_io_pct 0.2

create_clock -name clk0 -period $clk_period [get_ports {clka}]
create_clock -name clk1 -period $clk_period [get_ports {clkb}]

set non_clock_inputs [all_inputs -no_clocks]
set_input_delay [expr $clk_period * $clk_io_pct] -clock clk0 $non_clock_inputs
set_output_delay [expr $clk_period * $clk_io_pct] -clock clk0 [all_outputs]
==> run summary <==
Status = completed
Slew Limit Fails = 0
Final setup vio count = 0
Clock Sinks = 104
Register area = 2640 um^2
Most instantiated logic cell after routing = xnor2_1
Gr usage total = 0.279
Pre-antenna DRT Iters = 8
Mapped Area = 21600 um^2
Tool warnings = 230
Post-route ant nets = 0
Post-CTS Repair Setup Buffers = 0
Die H = 210 um
Arrival @ worst endpoint = 3410 ps
Slew @ Worst Pin = 744 ps
Multiplexer share = 0.0444
CP Max Fanout = 7
Crit path DRT = 3940 ps
Unrepaired setup endpoints after global routing = false
Yosys stat area = 21600 um^2
Floorplan utilization = 0.511
Vias = 19.4k
Reg clk slew, reported paths = 50 ps
Simple share = 0.181
Initial antenna violation count = 0
Yosys cell count = 2770
Top cells excl fill/tap = 315 x xnor2_1, 303 x ha_1, 285 x nand2_1, 234 x inv_1, 205 x nor2_1
Total I/O pin count = 56
TritonCTS clock tree = done
Most used DFF post-synth = edfxtp_1
RePlAce Congestion = 0.937
Placed cells = 3263
Setup TNS Final = 0 ps
Area share of fa/ha/maj cells after synthesis = 0.179
Async set-reset flop share out of synthesis = 0
Die W = 210 um
Hold crit path type = reg2reg
Clock Skew = 20.8 ps
Mapped Avg Cell Area = 7.79 um^2
Max-Cap Viols = 0
#FFs+latches synth = 104
Core Area = 42200 um^2
Crit end category = flop
Slew headroom = 0.503
Syn Inst Count = 2770
Fraction of layout cells with a size suffix above 1 = 0.0693
Layout Cells excl Fill = 3382
Hold_buf cts = 0
Startpoint Class = primary input
Largest net degree at the start of global routing = 49
Remaining DRCs = 0
Vias per inst = 5.75
Logic cell area = 17700 um^2
Area delta synth->final = 8.21%
Buffers on Ports = 54
Initial DRC count = 1216
Leakage = 9.98 nW
Grt ovf = 0
Synth cell types = 92
WL per Instance = 17.6 um
Sequential element share of the synthesized area = 0.122
Vias in the first global route = 18.1k
Rows = 75
Synth Area in XOR/XNOR = 0.222
DRT Wirelength = 59700 um
Final Hold Vio Count = 0
CTS resizes = 0
Yosys warnings = 1
Complex Gates by Area = 0.192
Full die area = 44000 um^2
Final HPWL DP = 44300 um
Post-synth EDFFs = 55
Power density over the cells = 162 nW/um^2
Top logic family = XOR/XNOR gates
Critical path class = in2reg
First-pass GRT wire length = 96200 um
Max VDD drop = 0.103 mV
Fillers = 3865
-- kinds of logic after synthesis --
logic type | Yosys count
compound gates | 613
xor+xnor | 488
fa+ha+maj | 307
buf+inv | 327
flops | 104
mux | 90
simple gates | 841
-- final timing paths --
check / cells past startpoint / from / slack, ps / to
max: 8 / state[0] / 530 / new_grid[37]
min: 1 / new_grid[20] / 460 / grid[20]
max reg2reg: 17 / grid[31] / 2210 / new_grid[38]
min reg2reg: 1 / new_grid[20] / 460 / grid[20]
max in group clk1: 3 / stop / 1640 / grid[22]
min in group clk0: 2 / new_grid[24] / 610 / new_grid[24]
-- power breakdown --
part	switching (mW)	internal, mW
clock	0.418	0.354
combinational	1.34	0.960
sequential	0.0398	0.660
-- layout make-up --
class	count	area share
diodes	1	0.000107
clock buffers	10	0.0107
clock inverters	110	0.0191
inverters	157	0.0252
multi-input cells	2339	0.756
flip-flops and latches	104	0.113
well taps	539	0.0289
repair buffers	122	0.0464
-- Yosys cell counts (14+ instances only) --
cell | instances | area [um^2]
a211oi_1 | 15 | 113
a21boi_0 | 23 | 173
a21oi_1 | 125 | 626
a31oi_1 | 37 | 231
and2_1 | 33 | 206
and3_1 | 14 | 87.6
buf_1 | 25 | 93.8
buf_2 | 41 | 205
clkbuf_1 | 98 | 368
dfxtp_1 | 49 | 981
edfxtp_1 | 55 | 1650
ha_1 | 303 | 3790
inv_1 | 131 | 492
inv_2 | 20 | 75.1
mux2_2 | 45 | 507
mux2i_1 | 45 | 450
nand2_1 | 285 | 1070
nand2b_1 | 18 | 113
nand3_1 | 112 | 561
nand4_1 | 29 | 181
nor2_1 | 205 | 769
nor2b_1 | 63 | 394
nor3_1 | 41 | 205
o211ai_1 | 39 | 293
o21ai_0 | 112 | 561
o21ai_1 | 14 | 70.1
o221ai_1 | 32 | 280
o22ai_1 | 22 | 138
o31ai_1 | 44 | 330
xnor2_1 | 315 | 2760
xnor2_2 | 19 | 309
xor2_1 | 130 | 1140
-- stage by stage --
stage	power (mW)	instance area, um^2	util	hold slack, ps	setup WS [ps]
finish	3.77	23300	0.553	456	530
global placement	3.05	22700	0.536	478	188
CTS	3.81	23300	0.553	443	502
detailed placement	3.08	22700	0.536	487	157
global route	4.15	23300	0.553	480	384
floorplan	2.59	21600	-	436	401
-- registers in the layout, summed over array words and instances, names as in the netlist --
name and cells:
new_grid 49, cell_idx 6, grid 49
-- worst max-delay path, stage by stage --
cell and delay, ps:
clkdlybuf4s50_1 580, inv_1 100, ha_1 340, buf_4 170
and2_1 170, o221a_2 220, a31oi_1 50, a221oi_1 300
-- routing by layer --
metal	track usage	wire length (um)	vias to the layer above
li1	-	-	9899
met1	0.394	27900	9012
met2	0.442	27100	429
met3	0.0552	3090	99
met4	0.0748	1580	0
met5	0	0	-
No activity file was given, so power comes from the tool's default toggle rates.
